==> /design/flow/design.v <==
`timescale 1ns / 1ps
module one_sec_gen(
    clk,
    reset,
	i_run_en,
	i_freq,
    o_one_sec_tick
    );
parameter P_COUNT_BIT = 30;  
input 						clk;
input 						reset;
input 						i_run_en;
input [P_COUNT_BIT-1:0]		i_freq;
output reg					o_one_sec_tick;
	reg 	[P_COUNT_BIT-1:0] 	r_counter; 
	always @(posedge clk) begin
	    if(reset) begin
			r_counter <= {P_COUNT_BIT{1'b0}};
			o_one_sec_tick <= 1'b0;
	    end else if (i_run_en) begin
			if(r_counter == i_freq -1) begin
				r_counter <= 0;
				o_one_sec_tick <= 1'b1;
			end else begin
				r_counter <= r_counter + 1'b1;
				o_one_sec_tick <= 1'b0;
			end
		end else begin
			o_one_sec_tick <= 1'b0;
		end
	end
endmodule
`timescale 1ns / 1ps
module tick_gen(
    clk,
    reset,
	i_run_en,
	i_tick,
    o_tick_gen,
    o_cnt_val
    );
parameter P_DELAY_OUT = 0;  
parameter P_COUNT_BIT = 6;  
parameter P_INPUT_CNT = 60;  
input 								clk;
input 								reset;
input 								i_run_en;
input 								i_tick;
output reg							o_tick_gen;
output [P_COUNT_BIT-1:0]			o_cnt_val;
reg [P_COUNT_BIT-1:0]		r_cnt_val;
	always @(posedge clk) begin
	    if(reset) begin
			r_cnt_val <= {P_COUNT_BIT{1'b0}};
			o_tick_gen <= 1'b0;
	    end else if (i_run_en & i_tick) begin
			if(r_cnt_val == P_INPUT_CNT -1) begin
				r_cnt_val <= 0;
				o_tick_gen <= 1'b1;
			end else begin
				r_cnt_val <= r_cnt_val + 1'b1;
			end
	    end else begin
			o_tick_gen <= 1'b0;
		end
	end
genvar gi;
generate
	if(P_DELAY_OUT == 0) begin  
		assign o_cnt_val = r_cnt_val;
	end else if (P_DELAY_OUT == 1) begin  
		reg [P_COUNT_BIT-1:0]		r_cnt_val_d;
		always @(posedge clk) begin
			r_cnt_val_d <= r_cnt_val;
		end
		assign o_cnt_val = r_cnt_val_d;
	end else begin   
		reg [P_COUNT_BIT-1:0]		r_cnt_val_d [P_DELAY_OUT-1:0];
		always @(posedge clk) begin
			r_cnt_val_d[0] <= r_cnt_val;
		end
		for(gi = 1; gi < P_DELAY_OUT; gi = gi + 1) begin : gen_delay
			always @(posedge clk) begin
				r_cnt_val_d[gi] <= r_cnt_val_d[gi-1];
			end
		end
		assign o_cnt_val = r_cnt_val_d[P_DELAY_OUT-1];
	end
endgenerate
endmodule
`timescale 1ns / 1ps
module watch_top(
    clk,
    reset,
	i_run_en,
	i_freq,
    o_sec,
    o_min,
    o_hour,
	o_day
    );
parameter P_COUNT_BIT = 30;  
parameter P_SEC_BIT	 = 6;  
parameter P_MIN_BIT	 = 6;  
parameter P_HOUR_BIT = 5;  
parameter P_DAY_BIT = 9;  
input 							clk;
input 							reset;
input 							i_run_en;
input	[P_COUNT_BIT-1:0]		i_freq;
output 	[P_SEC_BIT-1:0]			o_sec;
output 	[P_MIN_BIT-1:0]			o_min;
output 	[P_HOUR_BIT-1:0]		o_hour;
output 	[P_DAY_BIT-1:0]			o_day;
wire w_one_sec_tick;
wire w_one_min_tick;
wire w_one_hour_tick;
wire w_one_day_tick;
one_sec_gen 
# (
	.P_COUNT_BIT	(P_COUNT_BIT) 
) u_one_sec_gen(
	.clk 				(clk			),
	.reset 				(reset			),
	.i_run_en			(i_run_en		),
	.i_freq				(i_freq			),
	.o_one_sec_tick 	(w_one_sec_tick	)
);
tick_gen
# (
	.P_DELAY_OUT	(3),
	.P_COUNT_BIT	(P_SEC_BIT),
	.P_INPUT_CNT	(60)  
) u_tick_gen_sec(
    .clk				(clk			),
    .reset				(reset			),
	.i_run_en			(i_run_en		),
	.i_tick				(w_one_sec_tick	),
    .o_tick_gen			(w_one_min_tick	),
    .o_cnt_val			(o_sec			)
);
tick_gen
# (
	.P_DELAY_OUT	(2),
	.P_COUNT_BIT	(P_MIN_BIT),
	.P_INPUT_CNT	(60)  
) u_tick_gen_min(
    .clk				(clk			),
    .reset				(reset			),
	.i_run_en			(i_run_en		),
	.i_tick				(w_one_min_tick	),
    .o_tick_gen			(w_one_hour_tick),
    .o_cnt_val			(o_min			)
);
tick_gen
# (
	.P_DELAY_OUT	(1),
	.P_COUNT_BIT	(P_HOUR_BIT),
	.P_INPUT_CNT	(24)  
) u_tick_gen_hour(
    .clk				(clk			),
    .reset				(reset			),
	.i_run_en			(i_run_en		),
	.i_tick				(w_one_hour_tick),
    .o_tick_gen			(w_one_day_tick), 
    .o_cnt_val			(o_hour			)
);
tick_gen
# (
	.P_DELAY_OUT	(0),
	.P_COUNT_BIT	(P_DAY_BIT),
	.P_INPUT_CNT	(365)  
) u_tick_gen_day(
    .clk				(clk			),
    .reset				(reset			),
	.i_run_en			(i_run_en		),
	.i_tick				(w_one_day_tick),
    .o_tick_gen			(				),  
    .o_cnt_val			(o_day			)
);
endmodule
==> /design/flow/run.sh <==
#!/bin/bash
# OpenROAD 26Q1-2900-gdf79404cd8, Yosys 0.63+post, stock flow scripts
make -C /OpenROAD-flow-scripts/flow DESIGN_CONFIG=/design/flow/config.mk WORK_HOME=/design/flow/orfs finish
==> /design/flow/config.mk <==
export PLATFORM = sky130hd
export DESIGN_NAME = watch_top
export DESIGN_NICKNAME = watch_top
export VERILOG_FILES = /design/flow/design.v
export SDC_FILE = /design/flow/constraint.sdc
export NUM_CORES = 4
export LEC_CHECK = 1
export CORE_UTILIZATION = 50
==> /design/flow/constraint.sdc <==
current_design watch_top

set clk_period 8.5
set clk_io_pct 0.2

create_clock -name clk0 -period $clk_period [get_ports {clk}]

set non_clock_inputs [all_inputs -no_clocks]
set_input_delay [expr $clk_period * $clk_io_pct] -clock clk0 $non_clock_inputs
set_output_delay [expr $clk_period * $clk_io_pct] -clock clk0 [all_outputs]
==> results_slide.txt <==
Run Summary

Synth
  • XOR Share, Synth: 0.151
  • Top logic family: simple AND/OR/NAND/NOR gates
  • Mapped cell area: 4520 um2
  • Post-Synth AOI/OAI Area: 0.124
  • EDFF count, synth: 0
  • Area share of and/or/nand/nor cells after synthesis: 0.243
  • Synth unique cells: 51
  • Asr flop ratio synth: 0
  • Yosys Instances: 500
  • Dominant flop cell: dfxtp_1
  • Flops after synth: 95
  • Avg Inst Size Synth: 9.04 um2
  • Yosys warns: 7
  • Post-Syn Instances: 500
  • Mux share: 0.00692
  • Chip area in the Yosys report: 4520 um2
  • Post-synth seq share: 0.421
  • Fa+ha+maj area frac: 0.0194

Global routing
  • Total Routing Usage GR: 0.213
  • First-pass GRT wire length: 16200 um
  • Total gr overflow: 0
  • Vias in the first global route: 3408
  • Largest net degree at the start of global routing: 44
  • Initial antenna violation count: 0

Clock tree
  • Hold buffers post-CTS: 0
  • Clock transition at path regs: 100 ps
  • Post-CTS Setup Inserts: 0
  • Cts bufs inserted: 9
  • Clk buf depth: 2
  • Root buffer cell: clkbuf_8
  • CTS tree: built
  • # clock sinks: 95
  • # resized after CTS: 0
  • Clock H-tree levels: 3
  • Skew-Pair Late Insertion Delay: 350 ps

Place
  • PortBufs: 58
  • Routability congestion estimate: 0.945
  • Post-Place Cells: 649
  • Hpwl dp: 6810 um

Finish
  • # fillers: 733
  • Most frequent cells in the layout: dfxtp_1 (95), clkdlybuf4s50_1 (58), xor2_1 (48)
  • Fin cells: 665
  • Share of post-route cells with drive strength above 1: 0.0503
  • Flop area: 1900 um2
  • Area growth syn-to-layout: 19.1%
  • Core Util, Final: 0.618
  • Top cell excl fill/tap: dfxtp_1
  • Multi-input logic area: 2460 um2

Routing
  • 1st-iter DRT viols: 131
  • Final ANT Viol Nets: 0
  • Via count: 3766
  • Via density: 5.66
  • Ant diodes: 0
  • WL per Instance: 14.4 um
  • DR DRC count: 0
  • Total wire length: 9590 um
  • Pre-Repair DR Iteration Count: 5

Final timing
  • Worst slew pin tran: 911 ps
  • Clk_skew: 17.0 ps
  • Tcrit/Tclk final: 0.571
  • RSZ-0062 raised after global routing: false
  • Pins Over Slew Limit: 0
  • Achievable Freq: 206 MHz
  • Final setup TNS: 0 ps
  • Crit path time final: 4850 ps
  • Endpoints failing setup: 0
  • Final hold violation count: 0
  • Relative slew slack: 0.388

Pwr
  • Static Leakage: 1.86 nW
  • Combinational power share: 0.072
  • Reg power frac: 0.548
  • Switching power: 0.000199 W
  • Internal: 0.000617 W
  • Switching portion of total power: 0.244
  • Pwr Density: 152 nW/um2
  • VDD IR-drop max: 0.0000903 V
  • Clock Power Share: 0.380

Die
  • Floorplan core density: 0.519
  • Die Area: 9430 um2
  • Row count: 34
  • Core area: 8720 um2
  • I/O pin cnt: 59
  • Die width: 97.1 um
  • Die Y-Extent: 97.1 um

Worst setup path
  • Crit-path max FO: 31
  • Arrival @ worst endpoint: 5060 ps
  • CP startpoint kind: input pin
  • CP endpoint kind: flop
  • Required time worst endpoint: 8710 ps
  • Crit path kind: input pin to flop

Flow run
  • Maxcap violations: 0
  • Tool warning count: 27

Worst hold path
  • Worst hold path class: flop to flop

Outcome
  • Run status: complete, no violations
power groups by stage:
stage / combinational, W / sequential (W) / clock (W)
4_1_cts: 0.0000588 / 0.000447 / 0.000323
6_report: 0.0000587 / 0.000447 / 0.000310
5_1_grt: 0.0000641 / 0.000448 / 0.000341
sequential cells by signal (all words and copies together), names as in the netlist:
signal,flops
u_tick_gen_sec.r_cnt_val,6
u_tick_gen_min.r_cnt_val,6
u_one_sec_gen.o_one_sec_tick,1
u_tick_gen_min.o_tick_gen,1
u_tick_gen_min.genblk1.genblk1.r_cnt_val_d,12
u_tick_gen_sec.o_tick_gen,1
u_tick_gen_sec.genblk1.genblk1.r_cnt_val_d,18
u_one_sec_gen.r_counter,30
u_tick_gen_hour.r_cnt_val,5
u_tick_gen_hour.genblk1.genblk1.r_cnt_val_d,5
u_tick_gen_hour.o_tick_gen,1
u_tick_gen_day.r_cnt_val,9
critical path, cell delays in order:
cell	delay [ps]
clkdlybuf4s50_1	540
nor4_1	730
nand2_1	370
or4b_1	570
a211oi_1	260
nand4_1	170
nor4_4	230
buf_4	360
a211oi_1	120
synthesized netlist by cell type (3+ instances only):
cell type,number,area (um2)
or4b_1,3,30.0
nand3b_1,5,37.5
ha_1,7,87.6
o31ai_1,3,22.5
dfxtp_1,95,1900
xor2_1,48,420
nand2b_1,4,25.0
nand4_1,21,131
nand2_1,37,139
or2_2,3,18.8
a211oi_1,31,233
o21ai_0,10,50.1
xnor2_1,30,263
and2_1,5,31.3
nor3_1,13,65.1
buf_6,3,33.8
o211a_1,3,30.0
nand3_1,18,90.1
and3_1,7,43.8
or3_1,6,37.5
a21oi_1,13,65.1
and4_1,5,43.8
nor3b_1,4,30.0
nand4b_1,4,35.0
or4_1,5,37.5
clkbuf_1,18,67.6
nor4_1,9,56.3
a31oi_1,4,25.0
nor2_1,46,173
inv_1,15,56.3
final cells by class:
class / count / share of cell area
clock inverter: 7 / 0.0177
tap: 108 / 0.0251
clock buffer: 9 / 0.0230
sequential: 95 / 0.353
timing repair buffer: 62 / 0.113
multi-input combinational: 369 / 0.457
inverter: 15 / 0.0105
path summary, 6_finish.rpt:
| check | from | to | slack [ps] | cells past startpoint |
|---|---|---|---|---|
| worst min register to register | u_tick_gen_min.genblk1.genblk1.r_cnt_val_d[0][3] | u_tick_gen_min.genblk1.genblk1.r_cnt_val_d[1][3] | 330 | 0 |
| worst max register to register | u_one_sec_gen.r_counter[7] | u_one_sec_gen.r_counter[17] | 5640 | 8 |
| worst min-delay path | u_tick_gen_min.genblk1.genblk1.r_cnt_val_d[0][3] | u_tick_gen_min.genblk1.genblk1.r_cnt_val_d[1][3] | 330 | 0 |
| worst max-delay path | i_freq[4] | u_one_sec_gen.r_counter[17] | 3650 | 9 |
stage by stage:
stage	setup WS [ps]	area [um2]	hold WS [ps]	total power [W]
2_1_floorplan	4300	4520	310	0.000485
3_3_place_gp	3330	5170	310	0.000516
3_5_place_dp	3330	5170	312	0.000516
4_1_cts	3690	5390	326	0.000829
5_1_grt	3470	5390	331	0.000853
6_report	3650	5390	327	0.000816
metal layers:
metal,wire length [um],share of wire,track usage,up-vias
met2,4380,0.46,0.339,69
li1,-,-,-,1908
met3,315,0.033,0.0307,9
met4,124,0.013,0.0276,0
met5,0,0,0,-
met1,4780,0.50,0.330,1780
logic make-up after synthesis:
logic type | count (synthesis)
adders and majority gates | 7
AOI/OAI and AO/OA | 80
xor gates and xnor gates | 78
DFF | 95
and+or+nand+nor | 201
buffers and inverters | 36
muxes | 3
Power figures rest on the tool's default switching activity, not on a simulated workload.
